[design/flow/design.v]
`timescale 1ns / 1ps
module Input (
    input wire clk, ps2_clk, ps2_data,
    output wire [3:0] mode
);
    wire [7:0] kb_key;
    wire kb_state;
    reg left, right, jump, restart;
    assign mode = {left, right, jump, restart};
    PS2_DRV keyboard (.clk(clk),.rst(1'b1),.ps2_clk(ps2_clk),.ps2_data(ps2_data),
        .data(kb_key),.state(kb_state)); 
    always @( posedge clk ) begin
        case(kb_key)
            8'h29: restart = kb_state;
            8'h75: jump = kb_state;
            8'h6b: left = kb_state;
            8'h74: right = kb_state;
        endcase
    end
endmodule
`timescale 1ns / 1ps
module PS2_DRV (
    input wire clk, rst, ps2_clk, ps2_data,
    output reg [7:0] data,
    output reg state
);
    localparam KB_BREAK = 1'b1;
    localparam KB_RELEASE = 1'b0;
    localparam KB_PRESS = 1'b1;
    reg [2:0] clk_sync;
    reg [3:0] cnt;    
	reg [7:0] temp;   
    reg f0;           
    wire samp = clk_sync[2] & ~clk_sync[1];
    always @( posedge clk ) begin
        clk_sync <= {clk_sync[1:0], ps2_clk};
    end
    always @( posedge clk ) begin
        if(!rst) begin
            cnt <= 4'h0;
            temp  <= 8'h00;
        end else if (samp) begin
            if(cnt == 4'hA) cnt <= 4'h0;  
            else cnt <= cnt + 4'h1;
            if(cnt >= 4'h1 && cnt <= 4'h8)
                temp[cnt - 1] <= ps2_data;   
        end
    end
    always @( posedge clk ) begin
        if(!rst) begin
            f0 <= ~KB_BREAK;
            state <= KB_RELEASE;
        end
        else if (cnt == 4'hA && samp) begin
            if (temp == 8'hF0) begin
                f0 <= KB_BREAK;		 
            end else begin
                state <= (f0 == KB_BREAK) ? KB_RELEASE : KB_PRESS;  
                f0    <= (f0 == KB_BREAK) ? ~KB_BREAK : f0;  
                data  <= temp;  
            end
        end
    end
endmodule
[design/flow/run.sh]
#!/bin/bash
# OpenROAD 26Q1-2900-gdf79404cd8, Yosys 0.63+post, stock flow scripts
make -C /OpenROAD-flow-scripts/flow DESIGN_CONFIG=/design/flow/config.mk WORK_HOME=/design/flow/orfs finish
[design/flow/config.mk]
export PLATFORM = sky130hd
export DESIGN_NAME = Input
export DESIGN_NICKNAME = Input
export VERILOG_FILES = /design/flow/design.v
export SDC_FILE = /design/flow/constraint.sdc
export NUM_CORES = 4
export LEC_CHECK = 1
export CORE_AREA = 10 10 105 105
export DIE_AREA = 0 0 115 115
[design/flow/constraint.sdc]
current_design Input

set clk_period 4.1
set clk_io_pct 0.2

create_clock -name clk0 -period $clk_period [get_ports {clk}]

set non_clock_inputs [all_inputs -no_clocks]
set_input_delay [expr $clk_period * $clk_io_pct] -clock clk0 $non_clock_inputs
set_output_delay [expr $clk_period * $clk_io_pct] -clock clk0 [all_outputs]
==> flow_summary.toml <==
# yosys + openroad results
[synth]
synth_cell_types = 41
ys_warn_count = 2
mux_share_pct = 5.79
ys.flops = 29
ys_sh_adder_pct = 8.92
synth-xor-area-share_pct = 2.01
ys_seq_share_pct = 49.9
simple_gate_share_pct = 23.7
avgSynthCellArea_um2 = 11.8
synth_chip_area_mm2 = 0.00168
syn_inst = 143
ys_cells = 143
logic_family = "simple AND/OR/NAND/NOR gates"
ys_sh_aoi_pct = 5.27
syn_area_mm2 = 0.00168

[timing]
slew-limit-headroom_pct = 54.1
timing.fmax_mhz = 286
hold-worst-slack_ps = 329
worstMarginPinSlew_ps = 687
rsz0062_at_grt = "no"
fin_setup_tns_ps = 0
finalSetupViolCount = 0
finalClockPeriodUsage_pct = 85.3
final.min_clock_period_ps = 3500
skew_ps = 5.50
report.final.slew_viol_count = 0
setup_slack_ps = 603
hold_viol = 0

[floorplanning]
num_rows = 34
core_area_mm2 = 0.00876
chip_area_mm2 = 0.0132
die_h_um = 115
io_pins = 7
initCoreUtil_pct = 19.2
die_w_um = 115

[clock_tree]
cts.sinks = 29
cts_buffers = 5
cts_tree = "built"
h-tree-depth = 2
clk_pin_slew_ps = 60
cts_root_buf = "clkbuf_8"
clk_latency_ps = 280
cts_resized = 0
cts_hold_buf = 0
cts_buffer_depth = 2
cts_setup_buffers = 0

[pwr]
clockPowerShare_pct = 35.9
peakVddDrop_mv = 0.103
p_int_mw = 0.473
combPwrFrac_pct = 10.3
p_sw_share_pct = 23.6
sequentialPowerShare_pct = 53.8
power_density_mw_per_mm2 = 320
switching_power_mw = 0.146
p_leak_nw = 0.658

[min_path]
hold_start = "keyboard.clk_sync[0]"
worstHoldPathType = "flip-flop to flip-flop"
worstHoldEndpoint = "keyboard.clk_sync[1]"
whs_path_depth = 0

[critical_path]
ff2ff_setup_slack_ps = 600
critPathMaxFanout = 7
timing.rr.end = "keyboard.temp[3]"
worstPathArrival_ps = 3530
path_cells = "inv_1 > ha_1 > or3_1 > o21ai_1 > nand2_1 > ha_1 > or4b_4 > nor4_4 > nor3b_2 > nand2b_1 > mux2_4"
endpoint_kind = "flip-flop"
cp_slowest_cell = "or4b_4"
path_common_cell = "ha_1"
required_ps = 4130
max_stage_delay_ps = 550
critPathLaunchType = "flip-flop"
ff2ff_path_depth = 11
worstReg2RegStart = "keyboard.cnt[1]"
critPathTopFamily = "simple AND/OR/NAND/NOR gates"
path_buffers = 1
path_class = "flip-flop to flip-flop"

[detailed_routing]
drt_wl_total_um = 2660
n_antenna_cell = 0
vias_per_cell = 4.08
drc = 0
vias = 1056
drt-pass1-iter-count = 4
drtAntennaViolNets = 0
dr.first_iter.drc_count = 62
wl_per_cell_um = 10.3

[finish]
final_cells = 259
nFillCells = 923
lay_top_count = "edfxtp_1"
fin_util_pct = 22.1
layout_top_cells = "edfxtp_1 (26), ha_1 (12), nor2_1 (11)"
drive_above_1_share_pct = 11.9
synthToLayoutAreaGrowth_pct = 15.0

[global_routing]
grt-ovfl-total = 0
grt_pass1_vias = 1018
grt_usage_pct = 4.19
antenna_found_initial = 0
grt_pass1_wl_um = 4660
grt_max_degree = 18

[placed_design]
place_congestion = 0.843
dpl_worst_slack_ps = 634
dp.cells = 251
dp_hpwl_um = 1900
place.port_buffers = 6

[run_status]
status = "completed"

[job]
cap_violations = 0
log.warning_count = 30
## logic make-up after synthesis
| logic type | count (synthesis) |
|---|---|
| AOI/OAI and AO/OA | 13 |
| buffers and inverters | 15 |
| and+or+nand+nor | 63 |
| xor gates and xnor gates | 3 |
| muxes | 8 |
| DFF | 29 |
| adders and majority gates | 12 |
## power by group through the flow
stage                 logic [mW]  clock network [mW]  registers (mW)
final                     0.0637               0.222           0.333
after global routing      0.0713               0.248           0.334
after CTS                 0.0639               0.232           0.333
## flip-flops by register name, indices dropped and copies added, names as in the netlist
register / cells
keyboard.data: 8
keyboard.temp: 8
keyboard.cnt: 4
keyboard.clk_sync: 3
jump: 1
keyboard.f0: 1
keyboard.state: 1
left: 1
restart: 1
right: 1
## area by class of cell
type	count	area, um^2	area share (%)
inverters	6	22.5	1.16
well taps	108	135	6.98
clock buffers	5	68.8	3.55
repair buffers	9	82.6	4.26
clock inverters	3	17.5	0.904
flip-flops and latches	29	841	43.4
multi-input cells	99	769	39.7
## synth_stat cells
| cell type | instances | share of area [%] |
|---|---|---|
| mux2_4 | 2 | 1.8 |
| buf_4 | 4 | 1.8 |
| mux2_1 | 6 | 4.0 |
| nand4b_1 | 6 | 3.1 |
| o21ai_1 | 5 | 1.5 |
| a22o_1 | 1 | 0.52 |
| a221o_1 | 1 | 0.59 |
| inv_2 | 1 | 0.22 |
| nand4_1 | 2 | 0.74 |
| nand3b_1 | 2 | 0.89 |
| clkbuf_1 | 3 | 0.67 |
| nor2_1 | 11 | 2.5 |
| ha_1 | 12 | 8.9 |
| nor3_1 | 4 | 1.2 |
| nor4_1 | 3 | 1.1 |
| nand4bb_1 | 1 | 0.67 |
| inv_1 | 5 | 1.1 |
| xnor2_2 | 1 | 0.97 |
| or4b_4 | 1 | 0.82 |
| dfxtp_1 | 3 | 3.6 |
| a311oi_1 | 1 | 0.52 |
| o21bai_1 | 1 | 0.45 |
| o21a_1 | 2 | 0.89 |
| and4b_1 | 1 | 0.59 |
| a31oi_1 | 1 | 0.37 |
| or2_1 | 2 | 0.74 |
| or3_1 | 1 | 0.37 |
| and2_1 | 1 | 0.37 |
| or3b_1 | 1 | 0.52 |
| nand2_1 | 5 | 1.1 |
| nor2b_1 | 3 | 1.1 |
| nor3b_2 | 1 | 0.74 |
| nor4b_1 | 1 | 0.52 |
| nand2b_1 | 7 | 2.6 |
| xnor2_1 | 2 | 1.0 |
| edfxtp_1 | 26 | 46 |
| and3_1 | 1 | 0.37 |
| nor4_4 | 1 | 1.3 |
| nand3_1 | 8 | 2.4 |
| buf_2 | 2 | 0.59 |
| a211oi_1 | 1 | 0.45 |
## stage by stage
step	total power [mW]	area [um^2]
after floorplan	0.388	1680
after global placement	0.402	1850
after detailed placement	0.403	1850
after CTS	0.628	1940
after global routing	0.653	1940
final	0.619	1940
## worst register-to-register path: stages, from the launching register on
cell,delay (ps)
edfxtp_1,480
inv_1,120
ha_1,260
or3_1,360
o21ai_1,130
nand2_1,80
ha_1,290
or4b_4,550
nor4_4,320
nor3b_2,250
nand2b_1,100
mux2_4,290
## layer usage
metal	part of all wire [%]	vias to the layer above	track usage, %
met5	0	-	0
met4	1.7	0	0.578
met3	5.9	7	1.48
met2	43	14	6.46
met1	49	494	5.73
li1	-	541	-
## how the worst max path moves through the flow
stage	to	cells past startpoint	slack (ps)	start
after CTS	keyboard.temp[3]	11	620	keyboard.cnt[1]
after global routing	keyboard.temp[3]	11	370	keyboard.cnt[1]
final	keyboard.temp[3]	11	600	keyboard.cnt[1]
Power is estimated from default activity; no workload was simulated.
