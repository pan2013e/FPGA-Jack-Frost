### flow/config.mk
export PLATFORM = sky130hd
export DESIGN_NAME = HexToBCD
export DESIGN_NICKNAME = HexToBCD
export VERILOG_FILES = /design/flow/design.v
export SDC_FILE = /design/flow/constraint.sdc
export NUM_CORES = 4
export LEC_CHECK = 1
export CORE_AREA = 10 10 70 70
export DIE_AREA = 0 0 80 80
### flow/constraint.sdc
current_design HexToBCD

set clk_period 5.9
set clk_io_pct 0.2

create_clock -name clk0 -period $clk_period

set non_clock_inputs [all_inputs -no_clocks]
set_input_delay [expr $clk_period * $clk_io_pct] -clock clk0 $non_clock_inputs
set_output_delay [expr $clk_period * $clk_io_pct] -clock clk0 [all_outputs]
### flow/design.v
`timescale 1ns / 1ps
module HexToBCD(
    input wire [7:0] hex,
    output wire [7:0] bcd
    );
    assign bcd[7:4]=(hex/10==10)?0:hex/10;  
    assign bcd[3:0]=hex%10;  
endmodule
### flow/run.sh
#!/bin/bash
# OpenROAD 26Q1-2900-gdf79404cd8, Yosys 0.63+post, stock flow scripts
make -C /OpenROAD-flow-scripts/flow DESIGN_CONFIG=/design/flow/config.mk WORK_HOME=/design/flow/orfs finish
==> qor.yml <==
route:
  drt_first_iter_violations: 42
  wl_um: 2190
  n_antenna_cell: 0
  wl_per_cell_um: 12.6
  routed_via_density: 5.48
  post-route-drc-count: 0
  ant_nets: 0
  vias: 954
  drtPass1Iterations: 5
final_timing:
  max_slew_margin_pct: 66.8
  post-route-min-period_ns: 5.57
  finalCritPeriodShare_pct: 94.4
  rsz0062_at_grt: "no"
  finalMaxSlewViolations: 0
  fin_tns_setup_ns: 0
  fin_ws_ns: 0.330
  hold_viol: 0
  worst_slew_pin_slew_ns: 0.496
  fmax_ghz: 0.180
  finalSetupViolations: 0
cells_and_area:
  drive_above_1_share_pct: 11.7
  layout_top_cell: "clkdlybuf4s50_1"
  n_clock_buffer: 0
  area_delta_synth_final_pct: 21.2
  final-seq-area_um2: 0
  final_cell_mix: "clkdlybuf4s50_1 (14), nor2_1 (12), a21oi_1 (12)"
  seq_cells: 0
placed_design:
  dp_hpwl_um: 1670
  port_buffers: 14
  gp_congestion: 0.904
  post-place-ws_ns: 0.338
synthesis:
  synth_warnings: 0
  syn_area_um2: 785
  yosysChipArea_um2: 785
  synth_cells: 119
  yosys_cells: 119
  ys_seq_share_pct: 0
  synth_cell_types: 53
  syn_area_per_cell_um2: 6.59
critical_path:
  critPathMaxFanout: 8
  cp-start-kind: "primary input"
  worstPathArrival_ns: 4.39
  crit_path_start: "hex[5]"
  critPathCaptureType: "output port"
  cp.required_ns: 4.72
  crit_path_end: "bcd[2]"
  path_class: "primary input to output port"
clocking:
  cts_resized: 0
  cts-hold-fix-buffers: 0
  post_cts_buffers: 0
global_route:
  grt_pass1_wl_um: 3810
  grt_pass1_vias: 809
  grt_usage_pct: 6.67
  antenna_found_initial: 0
  grt_max_degree: 21
  overflow: 0
min_path:
  hold_path.class: "primary input to output port"
floorplanning:
  core_area_mm2: 0.00342
  row_count: 21
  ios: 16
  die_h_um: 80
  die_area_mm2: 0.00640
  fp_util_pct: 23.0
  die_w_um: 80
power:
  p_leak_nw: 0.345
  peakVddDrop_v: 0.0000254
  powerDensity_mw_per_mm2: 95.5
job:
  warnings: 32
  maxCapViolCount: 0
run_status:
  status: "completed"
worst min path at each step:
| stage | from | endpoint | slack (ns) | depth (start not counted) |
|---|---|---|---|---|
| global route | hex[0] | bcd[0] | 2.36 | 0 |
| finish | hex[0] | bcd[0] | 2.36 | 0 |
| CTS | hex[0] | bcd[0] | 2.36 | 0 |
cell usage after synthesis (3+ instances only):
cell type  number  area share [%]
a21oi_1        12             7.7
nor2_1         12             5.7
nand2_1         6             2.9
o21ai_0         6             3.8
inv_1           5             2.4
nand3_1         5             3.2
buf_4           4             3.8
nor3_1          4             2.6
a21o_1          3             2.9
clkbuf_1        3             1.4
nor2b_1         3             2.4
o221ai_1        3             3.3
report_power, final:
| part | internal (mW) | total [mW] | switching, mW | leakage (nW) |
|---|---|---|---|---|
| registers | 0 | 0 | 0 | 0 |
| clock network | 0 | 0 | 0 | 0 |
| logic | 0.0470 | 0.0908 | 0.0438 | 0.345 |
| total | 0.0470 | 0.0908 | 0.0438 | 0.345 |
worst max-delay path, stage by stage:
cell	delay [ns]
clkdlybuf4s50_1	0.42
nor2_1	0.17
inv_2	0.06
ha_1	0.32
nand2b_1	0.25
o211ai_2	0.23
o211ai_1	0.14
a31o_1	0.25
nor2_1	0.34
nor3b_1	0.09
or4_1	0.52
clkdlybuf4s50_1	0.42
stage by stage:
| stage | hold slack (ns) | power (mW) | utilization (%) | instance area (um^2) | instances |
|---|---|---|---|---|---|
| final | 2.36 | 0.0908 | 27.8 | 951 | 174 |
| after global routing | 2.36 | 0.102 | 27.8 | 951 | 174 |
| after CTS | 2.36 | 0.0906 | 27.8 | 951 | 174 |
| after detailed placement | 2.36 | 0.0902 | 27.8 | 951 | 174 |
| after global placement | 2.36 | 0.0915 | 27.8 | 951 | 174 |
| after floorplan | 2.43 | 0.0594 | - | 785 | 119 |
per-layer routing:
| metal | GRT usage, % | routed length, um | vias up |
|---|---|---|---|
| met5 | 0 | 0 | - |
| met4 | 0.176 | 4 | 0 |
| met3 | 0.568 | 165 | 2 |
| met2 | 9.71 | 906 | 48 |
| met1 | 10.7 | 1110 | 419 |
| li1 | - | - | 485 |
final cells by class:
| type | count | area, um^2 |
|---|---|---|
| repair buffers | 20 | 185 |
| inverters | 6 | 22.5 |
| well taps | 46 | 57.6 |
| fillers | 372 | 2460 |
| multi-input cells | 102 | 686 |
logic make-up after synthesis:
| group | synth area share, % |
|---|---|
| adders and majority gates | 2.87 |
| muxes | 1.28 |
| and+or+nand+nor | 38.4 |
| buffers and inverters | 12.6 |
| AOI/OAI and AO/OA | 44.8 |
Power and IR drop assume default switching activity.
