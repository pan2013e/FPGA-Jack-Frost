**/design/flow/design.v**
```verilog
`timescale 1ns / 1ps
module VGA_DRV (vga_clk,clrn,d_in,row_addr,col_addr,rdn,r,g,b,hs,vs); 
   input     [11:0] d_in;      
   input            vga_clk;   
   input            clrn;
   output reg [8:0] row_addr;  
   output reg [9:0] col_addr;  
   output reg [3:0] r,g,b;  
   output reg       rdn;       
   output reg       hs,vs;     
   reg [9:0] h_count;  
   always @ (posedge vga_clk) begin
       if (!clrn) begin
           h_count <= 10'h0;
       end else if (h_count == 10'd799) begin
           h_count <= 10'h0;
       end else begin 
           h_count <= h_count + 10'h1;
       end
   end
   reg [9:0] v_count;  
   always @ (posedge vga_clk or negedge clrn) begin
       if (!clrn) begin
           v_count <= 10'h0;
       end else if (h_count == 10'd799) begin
           if (v_count == 10'd524) begin
               v_count <= 10'h0;
           end else begin
               v_count <= v_count + 10'h1;
           end
       end
   end
    wire  [9:0] row    =  v_count - 10'd35;      
    wire  [9:0] col    =  h_count - 10'd143;     
    wire        h_sync = (h_count > 10'd95);     
    wire        v_sync = (v_count > 10'd1);      
    wire        read   = (h_count > 10'd142) &&  
                         (h_count < 10'd783) &&  
                         (v_count > 10'd34)  &&  
                         (v_count < 10'd515);    
    always @ (posedge vga_clk) begin
        row_addr <=  row[8:0];  
        col_addr <=  col;       
        rdn      <= ~read;      
        hs       <=  h_sync;    
        vs       <=  v_sync;    
        r        <=  rdn ? 4'h0 : d_in[3:0];  
        g        <=  rdn ? 4'h0 : d_in[7:4];  
        b        <=  rdn ? 4'h0 : d_in[11:8];  
    end
endmodule
```
**/design/flow/run.sh**
```bash
#!/bin/bash
# OpenROAD 26Q1-2900-gdf79404cd8, Yosys 0.63+post, stock flow scripts
make -C /OpenROAD-flow-scripts/flow DESIGN_CONFIG=/design/flow/config.mk WORK_HOME=/design/flow/orfs finish
```
**/design/flow/config.mk**
```make
export PLATFORM = sky130hd
export DESIGN_NAME = VGA_DRV
export DESIGN_NICKNAME = VGA_DRV
export VERILOG_FILES = /design/flow/design.v
export SDC_FILE = /design/flow/constraint.sdc
export NUM_CORES = 4
export LEC_CHECK = 1
export CORE_AREA = 10 10 114 114
export DIE_AREA = 0 0 124 124
```
**/design/flow/constraint.sdc**
```tcl
current_design VGA_DRV

set clk_period 3.9
set clk_io_pct 0.2

create_clock -name clk0 -period $clk_period [get_ports {vga_clk}]

set non_clock_inputs [all_inputs -no_clocks]
set_input_delay [expr $clk_period * $clk_io_pct] -clock clk0 $non_clock_inputs
set_output_delay [expr $clk_period * $clk_io_pct] -clock clk0 [all_outputs]
```
==> metrics.csv <==
metric;value;unit
drt-total-wl;4.42;mm
vias_per_cell;3.89;
final-comb-area;880;um2
status;complete, no violations;
top_area_cell;dfxtp_1;
stdcell_count;372;
min_period;2230;ps
slowest_delay;590;ps
ys_area;2110;um2
grt_pass1_wl;7.13;mm
cts_resized;0;
crit_fanout;13;
finClkSkew;7.02;ps
fin_tns_setup;0;ps
placed_cell_area;2670;um2
cp-start-kind;flop;
synthesis.area;2110;um2
maxSlewHeadroom;59.0;%
worstMarginPinSlew;613;ps
finalWeightedCongestion;0.804;
setup_viol;0;
ir_worst_vdd;0.000209;V
numPortBuffers;47;
drv_cap;0;
grt_max_degree;18;
ys_ff;54;
power_density;349;nW/um2
crit_arrival;1450;ps
period_used_share;57.3;%
dp_cells;364;
lay_top_cells;47 x clkdlybuf4s50_1, 44 x dfxtp_1, 15 x xor2_1;
worstSkewPairLatency;310;ps
p_leak;1.09;nW
coreArea;10400;um2
drt_iter0_markers;59;
cts_tree;yes;
layout_top_cell;clkdlybuf4s50_1;
yosysUniqueCellTypes;44;
die-area;15400;um2
h-tree-depth;2;
die_h;124;um
ios;48;
hpwl;3.17;mm
chipWidth;124;um
synth.area.top_cells;dfxtp_1 42%, dfrtp_1 12%, xor2_1 6.2%;
final_hold_viol_count;0;
synthFlopType;dfxtp_1;
fin_util;26.7;%
synth_area_per_cell;10.7;um2
ys.warnings.count;1;
drive_gt1_share;6.78;%
layout_setup_ws;1670;ps
hp-class;reg -> reg;
ys_seq_share;53.6;%
diodes;0;
finalPower;971;uW
antenna_left;0;
avgRoutedWirePerCell;11.9;um
synthArstFlopShare;18.5;%
num_vias;1446;
clockRootBuffer;clkbuf_8;
area_delta_synth_final;31.7;%
std_cell_rows;37;
grtUsageTotal;5.62;%
cts_buffers;5;
edf_count;0;
postCtsHoldBufs;0;
warnings;30;
yosys_cells;197;
drv_slew;0;
antenna_found_initial;0;
grt_overflow_total;0;
clkTransAtPathRegs;100;ps
yosysTopAreaCellShare;41.7;%
fin_area;2780;um2
firstDrtPassIters;5;
path_cells;clkdlybuf4s50_1;
rsz0062_at_grt;no;
flop_area;1130;um2
endpoint_kind;output port;
cp_num_buf_inv;1;
crit_type;reg -> out;
crit_slowest_cell;dfxtp_1;
dp_slack;1680;ps
clock_path_buffers;2;
post_cts_buffers;0;
cp_data_required_time;3120;ps
drc;0;
path_delay_family;flip-flops;
initCoreUtil;20.3;%
grt_pass1_vias;1382;
fmax;0.448;GHz
fin_hold_ws;462;ps
cts_sinks;54;
fillCellCount;1088;
synthCells;197;
[cell families after synthesis]
kind of cell               synth area share, %
AOI/OAI and AO/OA                         7.94
xor gates and xnor gates                  9.13
adders and majority gates                 4.15
buffers and inverters                     4.74
DFF                                       53.6
muxes                                     1.54
and+or+nand+nor                           18.9
[sequential cells by signal, indices dropped and copies added (netlist names)]
register  cells
g             4
hs            1
h_count      10
rdn           1
col_addr     10
r             4
b             4
row_addr      9
vs            1
v_count      10
[synth_stat cells (2+ instances only)]
library cell,number
o41ai_1,2
o21ai_0,5
and2_1,2
dfxtp_1,44
mux2_2,2
o31ai_1,3
nand4_1,7
xor2_1,15
nand2_1,8
nor2_1,10
clkbuf_1,5
nor3_1,7
nor2b_1,13
a21oi_1,4
and3_1,4
ha_1,7
inv_1,4
nand3_1,5
xnor2_1,7
buf_4,2
dfrtp_1,10
and4_1,2
buf_2,8
[worst paths after layout]
path	from	to	slack (ps)	cells after the start
max	rdn	rdn	1670	1
min	h_count[0]	col_addr[0]	460	1
max reg2reg	h_count[1]	v_count[4]	1800	5
min reg2reg	h_count[0]	col_addr[0]	460	1
max in group asynchronous	clrn	v_count[9]	2650	1
min in group asynchronous	clrn	v_count[7]	850	1
[metal layers]
| metal | track usage (%) | wire (um) | vias up |
|---|---|---|---|
| met2 | 8.15 | 1830 | 39 |
| met3 | 1.52 | 413 | 5 |
| met4 | 1.01 | 90 | 0 |
| li1 | - | - | 746 |
| met1 | 8.36 | 2080 | 656 |
| met5 | 0 | 0 | - |
[layout make-up]
class	instances	area share (%)
flip-flops and latches	54	40.7
clock buffers	5	2.48
clock inverters	3	1.58
repair buffers	47	16.9
multi-input cells	123	31.7
well taps	136	6.12
inverters	4	0.540
[power by group]
group,internal [mW],switching [mW],total (mW)
combinational,0.0222,0.00909,0.0312
sequential,0.559,0.00406,0.563
clock,0.192,0.185,0.377
